--- flow/design.v ---
module program_counter(
    output logic    [INSTR_ADDR_WIDTH-1:0] addr_out,  
    input logic     clk, reset, branch_select,
    input logic     [INSTR_ADDR_WIDTH-1:0] branch_addr,  
    input logic     [OFFSET_WIDTH-1:0] branch_offset     
    );
parameter PC_INCR = 4;
parameter RESET_ADDR = 10'b0001_0000;
parameter ADDR_ERROR = 10'bx;       
parameter INSTR_ADDR_WIDTH = 10;
parameter INSTR_WIDTH = 32;
parameter ADDR_WIDTH = 10;
parameter BYTE_WIDTH = 8;
parameter OFFSET_WIDTH = 6;   
parameter BRANCH_PADDING_WIDTH = INSTR_ADDR_WIDTH-OFFSET_WIDTH;
parameter PC_PADDING_WIDTH= INSTR_ADDR_WIDTH-4;
    logic [INSTR_ADDR_WIDTH-1: 0] n_addr_out;
    logic [BRANCH_PADDING_WIDTH-1: 0] branch_padding = '0;
    logic [PC_PADDING_WIDTH:0] pc_padding = '0;
    typedef enum    {   STATE_INITIAL,
                        INCRIMENT,
                        BRANCH,
                        XXX} state_e;
    state_e state, next;
    always_ff @(posedge clk, negedge reset)
        if(!reset)  state <= STATE_INITIAL;
        else        state <= next;
    always_comb begin
        next = XXX;
        case (state)
            STATE_INITIAL   :       next = INCRIMENT;            
            INCRIMENT       :       if(branch_select)
                                            next = BRANCH;
                                    else    next = INCRIMENT;    
            BRANCH          :       if(!branch_select)
                                            next = INCRIMENT;
                                    else    next = BRANCH;       
            default         :       next = XXX;
        endcase
    end
    always_comb begin
        case (state)
            STATE_INITIAL   :       n_addr_out = RESET_ADDR;                 
            INCRIMENT       :       if (branch_select)
                                        n_addr_out = branch_addr + {4'b0, branch_offset};            
                                    else
                                        n_addr_out = addr_out + PC_INCR;     
            BRANCH          :       if (!branch_select)                
                                        n_addr_out = addr_out + PC_INCR;     
                                    else
                                        n_addr_out = branch_addr + {4'b0, branch_offset};            
            default         :           n_addr_out = ADDR_ERROR;             
        endcase 
    end
    always_ff @(posedge clk, negedge reset)
        if (!reset) begin
            addr_out <= RESET_ADDR;
        end
        else begin
            addr_out  <= n_addr_out;
        end
endmodule
--- flow/run.sh ---
#!/bin/bash
# OpenROAD 26Q1-2900-gdf79404cd8, Yosys 0.63+post, stock flow scripts
make -C /OpenROAD-flow-scripts/flow DESIGN_CONFIG=/design/flow/config.mk WORK_HOME=/design/flow/orfs finish
--- flow/config.mk ---
export PLATFORM = sky130hd
export DESIGN_NAME = program_counter
export DESIGN_NICKNAME = program_counter
export VERILOG_FILES = /design/flow/design.v
export SDC_FILE = /design/flow/constraint.sdc
export NUM_CORES = 4
export LEC_CHECK = 1
export CORE_AREA = 10 10 95 95
export DIE_AREA = 0 0 105 105
--- flow/constraint.sdc ---
current_design program_counter

set clk_period 1.8
set clk_io_pct 0.2

create_clock -name clk0 -period $clk_period [get_ports {clk}]

set non_clock_inputs [all_inputs -no_clocks]
set_input_delay [expr $clk_period * $clk_io_pct] -clock clk0 $non_clock_inputs
set_output_delay [expr $clk_period * $clk_io_pct] -clock clk0 [all_outputs]
==> results_dict.tcl <==
# flow metrics
set metrics [dict create \
    pre_cts_ws_ps -510.9 \
    synthArstFlopShare 1.000 \
    track_usage 0.04655 \
    yosys_warnings 1 \
    area_delta_synth_final_pct 72.80 \
    critPathMaxFanout 3 \
    slowest_stage "clkdlybuf4s50_1" \
    synthCells 96 \
    hold_path_class "in2async" \
    clkPwrFrac 0.240 \
    grt_pass1_wl_mm 4.243 \
    slew_viol_final 0 \
    hold_viol_final 0 \
    clk_latency_ps 240 \
    mostFrequentLayoutCells "buf_4, clkdlybuf4s50_1, dfrtp_1" \
    flop_cell "dfrtp_1" \
    grt-ovfl-total 0 \
    synth-edff-count 0 \
    die_w_microns 105 \
    htreeDepth 1 \
    synth.distinct_cells 32 \
    path_class "in2reg" \
    fin_hold_ws_ps 485.6 \
    cts.sinks 13 \
    drc 0 \
    lay_top_count "buf_4" \
    synth_stat.cells 96 \
    combPwrFrac 0.388 \
    status "complete, no violations" \
    ys_seq_elements 13 \
    syn-cell-area_sq_um 910.9 \
    setup_tns_ps 0 \
    ios 29 \
    path_clk_slew_ps 60 \
    grt_max_degree 14 \
    min_period_over_period 0.9546 \
    diodes 0 \
    io_buffers 28 \
    cts_buffers 3 \
    p_sw_frac 0.2939 \
    setup_violations 0 \
    drt-pass1-iter-count 4 \
    hold_buffers 0 \
    worstPathRequired_ps 1980 \
    internal-power_uw 770.6 \
    drive_above_1_share 0.3082 \
    grt_pass1_vias 870 \
    pwr-share-seq 0.372 \
    slew_headroom 0.6116 \
    root_buffer "clkbuf_8" \
    critical_path.max_stage_delay_ps 500 \
    timing.final.ws_setup_ps 81.81 \
    routed_wl_mm 2.620 \
    tritoncts "built" \
    powerDensity_nw_per_um2 693.4 \
    num_rows 30 \
    netSwitchingPower_uw 320.8 \
    ir_worst_vdd_mv 0.2280 \
    die-area_sq_um 11030 \
    avgSynthCellArea_sq_um 9.488 \
    core_area_sq_um 6907 \
    synth_seq_share 0.3599 \
    rsz0062_at_grt "no" \
    drtIter0Drc 27 \
    startpoint_type "input pin" \
    gp_congestion 0.8151 \
    rrSetupSlack_ps 390 \
    die_h_microns 105 \
    crit_buf_inv 2 \
    power.leakage_nw 0.6456 \
    max_freq_mhz 582.0 \
    fin_crit_ps 1718 \
    antenna_found_initial 0 \
    crit_chain "clkdlybuf4s50_1 -> ha_4 -> buf_4 -> a21boi_1 -> or4_1 -> nand3_1" \
    worst_ep_arrival_time_ps 1900 \
    cts_buffer_depth 2 \
    vias 882 \
    finClkSkew_ps 4.145 \
    ant_nets 0 \
    dp_hpwl_mm 2.053 \
    warnings 25 \
    crit_family "buffers and inverters" \
    cap_violations 0 \
    end_kind "register" \
    vias_per_cell 3.645 \
    initial_utilization 0.1319 \
    yosys.stat.chipArea_sq_um 910.9 \
    nFillCells 764 \
    tightest_slew_ps 580.8 \
    wire_per_inst_microns 10.83 \
]
[state kept, by name, indices dropped and copies added, names as in the netlist]
register	count
addr_out	10
state	3
[path summary, 6_finish.rpt]
kind | to | from | depth (start not counted)
max reg2reg | addr_out[8]$_DFF_PN0_ | addr_out[4]$_DFF_PN1_ | 5
max | addr_out[6]$_DFF_PN0_ | branch_addr[5] | 6
min in group clk0 | addr_out[0]$_DFFE_PN0N_ | branch_addr[0] | 4
min | addr_out[8]$_DFF_PN0_ | reset | 1
min reg2reg | state[2]$_DFF_PN0_ | state[0]$_DFF_PN1_ | 1
max in group asynchronous | state[1]$_DFF_PN0_ | reset | 1
[Yosys cell counts, types with 2 or more instances]
cell type,count,share of area
and3_1,2,0.014
clkbuf_1,3,0.012
inv_1,5,0.021
o22ai_1,3,0.021
ha_1,7,0.096
a211oi_1,3,0.025
nand2_1,2,0.0082
mux2i_1,3,0.033
a21oi_1,8,0.044
dfrtp_1,11,0.30
nor2_1,9,0.037
o211ai_1,3,0.025
xnor2_1,10,0.096
nand3_1,6,0.033
xor2_1,3,0.029
dfstp_2,2,0.058
[kinds of logic after synthesis]
logic type	after synthesis	share of synthesized area
AND-OR/OR-AND	25	0.1813
XOR/XNOR	13	0.1250
adder cells (fa/ha/maj)	8	0.1181
buffers and inverters	8	0.03297
flip-flops	13	0.3599
multiplexers	3	0.03297
other	1	0.004117
AND/OR/NAND/NOR	25	0.1456
[power by group through the flow]
stage	combinational, mW	sequential (mW)	clock, mW
after CTS	0.422	0.405	0.271
after global routing	0.472	0.416	0.286
final	0.423	0.406	0.262
[per-layer routing]
layer	up-vias	share of wire	global-route usage
li1	439	-	-
met1	422	0.48	0.06280
met2	21	0.43	0.06673
met3	0	0.084	0.02609
met4	0	0	0.001961
met5	-	0	0
[repair_timing]
action                                  CTS  global route
pin swaps                                10             8
resized                                  28             4
endpoints found under the setup margin    6             3
buffers inserted                          4             1
[metrics by stage]
step / power, mW / area (sq um) / utilization / instances
CTS: 1.098 / 1543 / 0.2234 / 241
floorplan: 0.5738 / 910.9 / - / 96
detailed placement: 0.7986 / 1420 / 0.2056 / 233
finish: 1.091 / 1574 / 0.2279 / 242
global placement: 0.7993 / 1420 / 0.2056 / 233
global route: 1.174 / 1574 / 0.2279 / 242
[cell type report]
type,instances,area (sq um),area share
Sequential cell,13,327.8,0.2083
Timing Repair Buffer,49,422.9,0.2687
Inverter,5,18.77,0.01192
Clock inverter,1,5.005,0.003180
Clock buffer,3,41.29,0.02623
Multi-Input combinational cell,75,638.1,0.4054
Tap cell,96,120.1,0.07631
Power and IR drop assume default switching activity.
